### flow/run.sh
#!/bin/bash
# OpenROAD 26Q1-2900-gdf79404cd8, Yosys 0.63+post, stock flow scripts
make -C /OpenROAD-flow-scripts/flow DESIGN_CONFIG=/design/flow/config.mk WORK_HOME=/design/flow/orfs finish
### flow/config.mk
export PLATFORM = sky130hd
export DESIGN_NAME = clk_ADC
export DESIGN_NICKNAME = clk_ADC
export VERILOG_FILES = /design/flow/design.v
export SDC_FILE = /design/flow/constraint.sdc
export NUM_CORES = 4
export LEC_CHECK = 1
export CORE_AREA = 10 10 80 80
export DIE_AREA = 0 0 90 90
### flow/constraint.sdc
current_design clk_ADC

set clk_period 2.1
set clk_io_pct 0.2

create_clock -name clk0 -period $clk_period [get_ports {clk_clk}]

set non_clock_inputs [all_inputs -no_clocks]
set_input_delay [expr $clk_period * $clk_io_pct] -clock clk0 $non_clock_inputs
set_output_delay [expr $clk_period * $clk_io_pct] -clock clk0 [all_outputs]
### flow/design.v
module clk_ADC(input 		clk_clk, 
					output reg 	SCLK,   
					input			reset_n, 
					output reg	tempclock);  
reg  [7:0] CEcount;
reg [2:0] four_cycles;	
wire CE_SCLK = (CEcount==8'd11);  
always @(posedge clk_clk)
begin
	if (~reset_n)
	begin
		CEcount <= 8'h00;
		SCLK<=1'b0;
		four_cycles <= 8'h00;
		tempclock <= 0;
	end
	else
	begin
		if (CE_SCLK) 
		begin
			SCLK <= SCLK+1'b1;
			four_cycles <= four_cycles+1'b1;
			CEcount <= 8'h00;
			if (four_cycles == 3'b110) tempclock <= 1;
			else tempclock <= 0;
		end
		else CEcount<=CEcount+1'b1;
	end	
end
endmodule
==> run_summary.xml <==
<?xml version="1.0" encoding="UTF-8"?>
<metrics>
  <group name="global_routing">
    <metric name="global_route_track_usage_on_met1" unit="">0.0309</metric>
    <metric name="globalRoute.busiestLayer" unit="">met2</metric>
    <metric name="grt_start_max_net_pins" unit="">10</metric>
    <metric name="grt_pass1_wl" unit="mm">1.86</metric>
    <metric name="groute.usage.overall" unit="">0.0251</metric>
    <metric name="number_of_global_route_vias_before_repair" unit="">459</metric>
    <metric name="gr-usage-met3" unit="">0.00335</metric>
    <metric name="antenna_found_initial" unit="">0</metric>
    <metric name="use_met2" unit="">0.0418</metric>
    <metric name="grt_overflow" unit="">0</metric>
  </group>
  <group name="logic_synthesis">
    <metric name="synth.area.mux_share" unit="">0.0675</metric>
    <metric name="topCombFamilyByArea" unit="">simple AND/OR/NAND/NOR gates</metric>
    <metric name="yosysChipArea" unit="µm²">593</metric>
    <metric name="synth-warning-count" unit="">1</metric>
    <metric name="synthAoiAreaFrac" unit="">0.124</metric>
    <metric name="netlist_top_cells_area" unit="">dfxtp_1 44%, mux2i_1 6.8%, ha_1 6.3%, a21oi_1 4.2%, o21ai_0 4.2%</metric>
    <metric name="synth_seq_share" unit="">0.439</metric>
    <metric name="synth_area_leader" unit="">dfxtp_1</metric>
    <metric name="post_synth_inst_count" unit="">67</metric>
    <metric name="ys_ff" unit="">13</metric>
    <metric name="synth_xor_xnor_area_share" unit="">0.0295</metric>
    <metric name="yosys.area.top_type_share" unit="">0.439</metric>
    <metric name="simple_gate_area_frac" unit="">0.232</metric>
    <metric name="synthesis.area" unit="µm²">593</metric>
    <metric name="synthDistinctLibCells" unit="">22</metric>
    <metric name="synthAdderAreaFrac" unit="">0.0633</metric>
    <metric name="avgSynthCellArea" unit="µm²">8.85</metric>
    <metric name="ys_cells" unit="">67</metric>
  </group>
  <group name="final_timing">
    <metric name="skew" unit="ns">0.00170</metric>
    <metric name="worst_slew_margin_rel" unit="">0.721</metric>
    <metric name="totalNegativeSetupSlack" unit="ns">0</metric>
    <metric name="worst_slew_pin_slew" unit="ns">0.416</metric>
    <metric name="post-route-min-period" unit="ns">1.77</metric>
    <metric name="final-max-slew-violation-count" unit="">0</metric>
    <metric name="finalHoldViolCount" unit="">0</metric>
    <metric name="timing.final.setup_violations" unit="">0</metric>
    <metric name="rsz0062_at_grt" unit="">false</metric>
    <metric name="final_min_period_over_clock_period" unit="">0.845</metric>
    <metric name="fmaxAchievable" unit="GHz">0.563</metric>
  </group>
  <group name="detailed_routing">
    <metric name="routed_wirelength" unit="mm">1.04</metric>
    <metric name="via_count" unit="">473</metric>
    <metric name="drt_iter0_drc" unit="">8</metric>
    <metric name="detail_route.first_pass.iterations" unit="">4</metric>
    <metric name="detail_route.wl_per_cell" unit="µm">7.34</metric>
    <metric name="n_antenna_cell" unit="">0</metric>
    <metric name="drt_drc_violations_left" unit="">0</metric>
    <metric name="detail-route-antenna-nets" unit="">0</metric>
    <metric name="routed_via_density" unit="">3.33</metric>
  </group>
  <group name="job">
    <metric name="drv_cap" unit="">0</metric>
    <metric name="tool_warnings" unit="">26</metric>
  </group>
  <group name="cells_and_area">
    <metric name="final_layout_size_suffix_gt1_frac" unit="">0.0800</metric>
    <metric name="final_common_cell" unit="">dfxtp_1</metric>
    <metric name="post-route-cell-area" unit="µm²">763</metric>
    <metric name="post_synthesis_to_final_layout_area_growth" unit="%">28.7</metric>
    <metric name="finalCoreUtilization" unit="">0.162</metric>
    <metric name="mostFrequentLayoutCells" unit="">13 x dfxtp_1, 6 x inv_1, 6 x nand2_1</metric>
    <metric name="layoutNonFillerInstCount" unit="">142</metric>
  </group>
  <group name="clocking">
    <metric name="clk_transition_reported_paths" unit="ns">0.05</metric>
    <metric name="cts_buffer_depth" unit="">2</metric>
    <metric name="ctsRootBufferMaster" unit="">clkbuf_8</metric>
    <metric name="cts-hold-fix-buffers" unit="">0</metric>
    <metric name="htree_levels" unit="">1</metric>
    <metric name="cts-resized-gates" unit="">0</metric>
    <metric name="numClockSinks" unit="">13</metric>
    <metric name="cts_buffers" unit="">3</metric>
    <metric name="cts_tree" unit="">done</metric>
    <metric name="insertion_delay" unit="ns">0.24</metric>
    <metric name="cts_setup_buffers" unit="">0</metric>
  </group>
  <group name="outcome">
    <metric name="run_status" unit="">finished clean</metric>
  </group>
  <group name="critical_path">
    <metric name="timing.critical_path.to_type" unit="">flip-flop</metric>
    <metric name="critical_path_launch_point_type" unit="">flip-flop</metric>
    <metric name="timing.critical_path.arrival" unit="ns">1.94</metric>
    <metric name="worstSetupPathType" unit="">flip-flop to flip-flop</metric>
    <metric name="worst-r2r-setup-slack" unit="ns">0.33</metric>
    <metric name="critical_path_maximum_fanout" unit="">5</metric>
    <metric name="data_required_time_of_the_critical_path" unit="ns">2.27</metric>
  </group>
  <group name="floorplanning">
    <metric name="ioPinCount" unit="">4</metric>
    <metric name="die_height" unit="µm">90</metric>
    <metric name="floorplan.core_area" unit="mm²">0.00472</metric>
    <metric name="fp-row-count" unit="">25</metric>
    <metric name="chip_area" unit="mm²">0.00810</metric>
    <metric name="fp_util" unit="">0.126</metric>
    <metric name="die_x" unit="µm">90</metric>
  </group>
  <group name="power">
    <metric name="power.static_leakage" unit="nW">0.247</metric>
    <metric name="power-per-cell-area" unit="mW/mm²">659</metric>
    <metric name="worst_ir_drop_vdd" unit="mV">0.201</metric>
  </group>
  <group name="hold_path">
    <metric name="min_path_type" unit="">flip-flop to flip-flop</metric>
  </group>
  <group name="place">
    <metric name="placed_cell_area" unit="µm²">718</metric>
    <metric name="gp_routability_congestion" unit="">0.764</metric>
    <metric name="dp_cells" unit="">138</metric>
    <metric name="portBuffers" unit="">3</metric>
    <metric name="place.detailed.hpwl" unit="µm">781</metric>
  </group>
</metrics>
==> state kept, by name (all words and copies together), names as in the netlist <==
name,cells
CEcount,8
four_cycles,3
tempclock,1
SCLK,1
==> final timing paths <==
path,cells past startpoint,from,endpoint
min reg2reg,2,tempclock$_SDFFE_PN0N_,tempclock$_SDFFE_PN0N_
min,2,tempclock$_SDFFE_PN0N_,tempclock$_SDFFE_PN0N_
max,4,CEcount[1]$_SDFF_PP0_,four_cycles[2]$_SDFFE_PN0N_
max reg2reg,4,CEcount[1]$_SDFF_PP0_,four_cycles[2]$_SDFFE_PN0N_
==> logic make-up after synthesis <==
group	Yosys count
fa+ha+maj	3
xor+xnor	2
simple gates	25
flops	13
buf+inv	7
mux	4
compound gates	13
==> area by class of cell <==
type,count,area [µm²]
tap,67,83.8
multi-input combinational,47,307
sequential,13,260
timing repair buffer,5,45.0
fill,529,3960
inverter,6,22.5
clock buffer,4,45.0
==> routing by layer <==
layer | part of all wire | vias up
met2 | 0.43 | 7
met1 | 0.48 | 213
met5 | 0 | -
met3 | 0.027 | 4
li1 | - | 249
met4 | 0.055 | 0
==> synth_stat cells <==
cell type / number
or3b_1: 1
or4_1: 1
and3b_1: 1
a21oi_1: 5
mux2i_1: 4
or4b_4: 1
nand4_1: 1
dfxtp_1: 13
nand2b_1: 2
nor2_1: 5
nand2_1: 6
xnor2_1: 1
o21ai_0: 5
xor2_1: 1
clkbuf_1: 1
o311ai_0: 1
ha_1: 3
o31ai_1: 1
nand3_1: 4
or3_1: 3
inv_1: 6
a21boi_0: 1
==> report_power, final <==
group / switching (mW) / leakage, nW / internal (mW) / total [mW]
combinational: 0.0132 / 0.119 / 0.0114 / 0.0246
sequential: 0.00685 / 0.105 / 0.252 / 0.259
clock: 0.0857 / 0.0228 / 0.134 / 0.220
total: 0.106 / 0.247 / 0.397 / 0.503
==> through the flow <==
step / hold slack [ns] / worst slack (ns) / power (mW)
global placement: 0.454 / 0.383 / 0.288
global route: 0.493 / 0.181 / 0.526
floorplan: 0.420 / 0.446 / 0.279
finish: 0.463 / 0.325 / 0.503
CTS: 0.468 / 0.326 / 0.507
detailed placement: 0.454 / 0.335 / 0.288
==> critical path: stages (launching register included) <==
cell and delay, ns:
dfxtp_1 0.39, ha_1 0.26, or3b_1 0.42, or4_1 0.48
a21oi_1 0.16
Power is estimated from default activity; no workload was simulated.
