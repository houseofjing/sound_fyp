**./design.v**
```verilog
module ADC_DataControl(	input clk_clk,  
								input reset_n,  
								output reg RFS,  
								output reg TFS,
								output reg SCLK,
								output reg [1:0] select_ch,  
								input SPI_IN,  
								output reg SPI_OUT,  
								output reg signed [10:0] SPI_CH0,  
								output reg signed [10:0] SPI_CH1, 
								output reg signed [10:0] SPI_CH2, 
								output reg signed [10:0] SPI_CH3);
reg [3:0] read_counter; 
reg [3:0] write_counter;
reg [15:0] output_signal;  
always @(select_ch)
begin
	case (select_ch)		
		2'b00: output_signal = 16'h6480;  
		2'b01: output_signal = 16'h6680;  
		2'b10: output_signal = 16'h6080;  
		2'b11: output_signal = 16'h6280;  
	endcase
end
reg [5:0] count;  
always@(posedge clk_clk)
begin
	if (~reset_n) 
	begin
		count <= 6'h00;
		RFS <= 1'b0;
		TFS <= 1'b1;
		SCLK <= 2'b00;
		select_ch <= 1'b0;
	end	
	else
	begin
		if (count == 0) 
		begin
			RFS <= 1'b1; 
			TFS <= 1'b0;
			SCLK <=1'b1;
		end
		else if (count == 11) RFS<= 1'b0;
		if (count == 12)
		begin
			SCLK <=0;
			count <=6'h00;
			TFS <= 1'b1;
			RFS <= 1'b0;
			select_ch <= select_ch+1'b1;
		end
		else count<= count+1'b1;
	end
end
reg [15:0]SPI_IN_signal;
always@(posedge clk_clk)
begin
	if (~reset_n)
	begin
		SPI_IN_signal <= 10'h000;
		SPI_CH0 <= 10'h000;
		SPI_CH1 <= 10'h000;
		SPI_CH2 <= 10'h000;
		SPI_CH3 <= 10'h000;
	end
	else 
	begin
		if (RFS&&SCLK)
		begin
			case(read_counter)
				0: SPI_IN_signal[15] <= SPI_IN;
				1: SPI_IN_signal[14] <= SPI_IN;
				2: SPI_IN_signal[13] <= SPI_IN;
				3: SPI_IN_signal[12] <= SPI_IN;
				4: SPI_IN_signal[11] <= SPI_IN;
				5: SPI_IN_signal[10] <= SPI_IN;
				6: SPI_IN_signal[9] <= SPI_IN;
				7: SPI_IN_signal[8] <= SPI_IN;
				8: SPI_IN_signal[7] <= SPI_IN;
				9: SPI_IN_signal[6] <= SPI_IN;
				10: 
				begin
					SPI_IN_signal[5] <= SPI_IN;
					case (select_ch)
						2'b00: SPI_CH0 <= {1'b0,SPI_IN_signal[15:6]};
						2'b01: SPI_CH1 <= {1'b0,SPI_IN_signal[15:6]};
						2'b10: SPI_CH2 <= {1'b0,SPI_IN_signal[15:6]};
						2'b11: SPI_CH3 <= {1'b0,SPI_IN_signal[15:6]};
					endcase
				end
				11: SPI_IN_signal[4] <= SPI_IN;
				12: SPI_IN_signal[3] <= SPI_IN;
				13: SPI_IN_signal[2] <= SPI_IN;
				14: SPI_IN_signal[1] <= SPI_IN;
				15: SPI_IN_signal[0] <= SPI_IN;					
			endcase
			read_counter <= read_counter+1'b1;
		end	
		else read_counter<= 4'b0000;
	end	
end
always@(negedge clk_clk)
begin
if (~reset_n)
	begin
		write_counter<= 4'b0000;
	end
	else  
	begin
		if (~TFS&&SCLK)
		begin
			case (write_counter)
				0: SPI_OUT <= output_signal[15];
				1: SPI_OUT <= output_signal[14];			
				2: SPI_OUT <= output_signal[13];
				3: SPI_OUT <= output_signal[12];
				4: SPI_OUT <= output_signal[11];			
				5: SPI_OUT <= output_signal[10];
				6: SPI_OUT <= output_signal[9];
				7: SPI_OUT <= output_signal[8];			
				8: SPI_OUT <= output_signal[7];
				9: SPI_OUT <= output_signal[6];
				10: SPI_OUT <= output_signal[5];
				11: SPI_OUT <= output_signal[4];
				12: SPI_OUT <= output_signal[3];
				13: SPI_OUT <= output_signal[2];
				14: SPI_OUT <= output_signal[1];
				15: SPI_OUT <= output_signal[0];
				default: SPI_OUT <= 1'b0;	
			endcase		
			write_counter <= write_counter+1;		
		end
		else write_counter<= 4'b0000;		
	end
end
endmodule
```
**./run.sh**
```bash
#!/bin/bash
# OpenROAD 26Q1-2900-gdf79404cd8, Yosys 0.63+post, stock flow scripts
make -C /OpenROAD-flow-scripts/flow DESIGN_CONFIG=/design/flow/config.mk WORK_HOME=/design/flow/orfs finish
```
**./config.mk**
```make
export PLATFORM = sky130hd
export DESIGN_NAME = ADC_DataControl
export DESIGN_NICKNAME = ADC_DataControl
export VERILOG_FILES = /design/flow/design.v
export SDC_FILE = /design/flow/constraint.sdc
export NUM_CORES = 4
export LEC_CHECK = 1
export CORE_UTILIZATION = 50
```
**./constraint.sdc**
```tcl
current_design ADC_DataControl

set clk_period 5.0
set clk_io_pct 0.2

create_clock -name clk0 -period $clk_period [get_ports {clk_clk}]

set non_clock_inputs [all_inputs -no_clocks]
set_input_delay [expr $clk_period * $clk_io_pct] -clock clk0 $non_clock_inputs
set_output_delay [expr $clk_period * $clk_io_pct] -clock clk0 [all_outputs]
```
==> deck_impl_summary.md <==
Synthesis and Place & Route Summary

Synthesis
  – Synthesis area per yosys: 0.00289 mm2
  – Netlist cell types: 32
  – Dominant flop cell: dfxtp_1
  – Cell Area, Synth: 0.00289 mm2
  – Synth warn: 1
  – Top area cell types: dfxtp_1 45%, mux2i_1 16%, nand2_1 7.7%
  – Register bit total from synthesis: 70
  – Post-Syn Instances: 292
  – Average size of a mapped cell: 9.91 um2
  – Ys async rst share: 0
  – Post-synth top cells: 65 x dfxtp_1, 59 x nand2_1, 46 x mux2i_1
  – Ys cells: 292
  – Most common cell in the netlist: dfxtp_1
  – Sequential share of the synthesized area: 0.502
  – Cell taking the most area after synthesis: dfxtp_1
  – Max-area cell share: 0.450
  – Number of enable flip-flop cells: 5

Run
  – Max Cap Violations: 0
  – OpenROAD warnings: 42

Final timing
  – Final Setup Violations: 0
  – Slew Viols, Final: 0
  – Hold Violations, Final: 0
  – Final Skew: 53.3 ps
  – Slew @ Worst Pin: 780 ps
  – TNS Setup: 0 ps
  – Slew headroom: 0.480
  – Final worst slack: 370 ps
  – RSZ-0062 raised after global routing: false

Setup path
  – CP delay by family, top: buffers and inverters
  – CP Max Fanout: 1
  – Startpoint types: register
  – Worst EP arrival: 3630 ps
  – Crit path cell chain: clkdlybuf4s50_1
  – FF-to-FF path depth: 4
  – Worst r2r dst: SPI_OUT
  – Setup CP Type: register to primary output
  – Critical Path Sink Type: primary output
  – Slowest CP cell: clkdlybuf4s50_1
  – Worst path buffer plus inverter count: 1
  – Register-to-register setup slack: 1310 ps
  – Critical Path RT: 4000 ps
  – Reg-to-reg critical path startpoint: select_ch[0]
  – Max incr delay on CP: 450 ps

Clock network
  – Root Driver: clkbuf_8
  – CTS buffer count: 9
  – Worst-path clk slew: 70 ps
  – PostCTS Resize Cnt: 0
  – H-tree depth: 3
  – CTS tree: built
  – Hold_buf cts: 0
  – Bufs on Longest Clock Path: 2
  – CTS Sinks: 70
  – Post-CTS setup buffers: 0
  – Worst skew pair latency: 380 ps

Hold path
  – Worst Hold Depth: 2
  – HP Class: register to register
  – Worst hold start: SPI_CH3[4]
  – Hold EP: SPI_CH3[4]

Detailed routing
  – Post-Route WL: 5260 um
  – Detailed-route DRC error count: 0
  – Vias: 2060
  – DRT iter0 DRCs: 67
  – DRT Pass-1 Iters: 4
  – Vias/cell: 4.88
  – DRT antenna net count: 0
  – Diodes inserted: 0
  – Wirelength per Cell: 12.5 um

Power
  – Sw Ratio: 0.235
  – Peak VDD IR: 0.192 mV
  – Combinational share of power: 0.045
  – Int Power: 0.774 mW
  – Reg power frac: 0.575
  – Leakage: 1.34 nW
  – Clock power frac: 0.380
  – Psw: 0.238 mW
  – PD cells: 284 mW/mm2

Layout
  – Design area: 0.00356 mm2
  – Share of layout cells above drive strength 1: 0.0543
  – Area delta synth->final: 23.2%

Floorplanning
  – Chip area: 0.00609 mm2
  – Initial Util: 0.522
  – Top-level port count: 53
  – Die Wd: 78.1 um
  – # rows: 27
  – Core Region: 0.00554 mm2
  – Die span in y: 78.1 um

Placed design
  – Post-Place Setup Slack: 744 ps
  – DP Area: 0.00339 mm2
  – Port buffer count: 48
  – DP HPWL: 3480 um
  – Routability cong.: 0.811

Global routing
  – Vias in the first global route: 1879
  – Largest net degree at the start of global routing: 58
  – Total GRT Usage: 0.186
  – Global route overflow: 0
  – Initial antenna violation count: 0
  – First-pass GRT wire length: 8670 um

Status
  – Status: completed
[layout make-up]
cell class	count	area (um2)
clock buffer	11	131
clock inverter	10	43.8
fill	468	1980
inverter	19	71.3
multi-input combinational	191	1290
sequential	70	1450
tap	72	90.1
timing repair buffer	49	483
[power groups by stage]
stage	Sequential [mW]	Combinational (mW)	Clock, mW
5_1_grt	0.583	0.0507	0.424
4_1_cts	0.582	0.0457	0.398
6_report	0.582	0.0451	0.385
[metal layers]
metal / part of all wire / track usage
met3: 0.040 / 0.0425
met2: 0.45 / 0.288
met4: 0.012 / 0.0185
met5: 0 / 0
met1: 0.49 / 0.287
[through the flow]
step	utilization	total power, mW	hold WS (ps)	cells
2_1_floorplan	-	0.632	417	295
3_3_place_gp	0.612	0.647	441	402
3_5_place_dp	0.612	0.647	447	402
4_1_cts	0.643	1.03	458	422
5_1_grt	0.643	1.06	473	422
6_report	0.643	1.01	454	422
[flip-flops by register name, summed over array words and instances, names as in the netlist, 2 cells and up]
register       flops
SPI_IN_signal     10
SPI_CH1           10
select_ch          2
read_counter       4
SPI_CH2           10
SPI_CH3           10
count              6
SPI_CH0           10
write_counter      4
[logic make-up (layout without fill, tap and decap cells)]
family	after synthesis	after routing	synth area share
buf+inv	34	89	0.0549
other cells	1	4	0.00130
fa+ha+maj	15	15	0.0649
xor+xnor	7	7	0.0212
flops	70	70	0.502
mux	46	46	0.159
simple gates	96	96	0.154
compound gates	23	23	0.0433
[worst min-delay path: stages, from the launching register on]
cell and delay, ps:
dfxtp_1 310, nand2_1 50, mux2i_1 50
[worst max-delay path by stage]
stage	startpoint	end	slack, ps	depth (start not counted)
after CTS	SPI_OUT	SPI_OUT	350	1
after global routing	SPI_OUT	SPI_OUT	330	1
final	SPI_OUT	SPI_OUT	370	1
[placed cells by master, fill, tap and decap left out]
cell type        count
dfxtp_1             65
nand2_1             59
clkdlybuf4s50_1     47
mux2i_1             46
inv_1               24
ha_1                15
nor2_1              11
a21oi_1             10
nand3_1              9
clkbuf_8             9
o21ai_0              7
edfxtp_1             5
and3_1               5
xnor2_1              4
conb_1               4
xor2_1               3
clkinv_2             3
nand3b_1             2
and4b_1              2
or3_1                2
clkbuf_1             2
and2_1               1
a22oi_1              1
o22ai_1              1
a31oi_1              1
and4bb_2             1
or3b_4               1
or3_4                1
o31ai_1              1
o21ai_1              1
a21o_1               1
or3_2                1
nand4b_1             1
clkinv_1             1
inv_4                1
buf_2                1
buf_4                1
Power is estimated from default activity; no workload was simulated.
